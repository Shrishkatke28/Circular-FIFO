--- flow/run.sh ---
#!/bin/bash
# OpenROAD 26Q1-2900-gdf79404cd8, Yosys 0.63+post, stock flow scripts
make -C /OpenROAD-flow-scripts/flow DESIGN_CONFIG=/design/flow/config.mk WORK_HOME=/design/flow/orfs finish
--- flow/design.v ---
module FIFO_Counter(
    output logic [7:0]data_out,
    output logic empty,
    output logic full,
    input logic [7:0]data,
    input logic wr_en,
    input logic rd_en,
    input logic clk,
    input logic rst_n
);
logic [7:0]mem[15:0];
logic [4:0]wr_ptr;
logic [4:0]rd_ptr;
logic [4:0]counter;
always_ff@(posedge clk) begin : main_block
    if(!rst_n) begin
        data_out <= 0;
        wr_ptr <= 0;
        rd_ptr <= 0;
        counter <= 0;
    end else begin
        if(wr_en & !full ) begin
            if(wr_ptr+1 == 5'd16) begin
                mem[wr_ptr] <= data;
                wr_ptr <= 0;
                counter <= counter + 1;
            end else begin
                mem[wr_ptr] <= data;
                counter <= counter + 1;
                wr_ptr <= wr_ptr + 1;
            end
        end
        if(rd_en & !empty) begin
            if(rd_ptr+1 == 5'd16) begin
                data_out <= mem[rd_ptr];
                rd_ptr <= 0;
                counter <= counter - 1; 
            end else begin
                data_out <= mem[rd_ptr];
                rd_ptr <= rd_ptr + 1;
                counter <= counter - 1; 
            end
        end
        if(wr_en & !full & rd_en & !empty) begin
            counter <= counter;
        end
    end
end
always_comb begin
    case(counter)
    5'd16: 
    begin
        full = 1;
        empty = 0;
    end
    5'd0:
    begin
        empty = 1;
        full = 0;
    end
    default:
    begin
        full = 0;
        empty = 0;
    end
    endcase
end
endmodule
--- flow/config.mk ---
export PLATFORM = sky130hd
export DESIGN_NAME = FIFO_Counter
export DESIGN_NICKNAME = FIFO_Counter
export VERILOG_FILES = /design/flow/design.v
export SDC_FILE = /design/flow/constraint.sdc
export NUM_CORES = 4
export LEC_CHECK = 1
export CORE_UTILIZATION = 40
--- flow/constraint.sdc ---
current_design FIFO_Counter

set clk_period 6.3
set clk_io_pct 0.2

create_clock -name clk0 -period $clk_period [get_ports {clk}]

set non_clock_inputs [all_inputs -no_clocks]
set_input_delay [expr $clk_period * $clk_io_pct] -clock clk0 $non_clock_inputs
set_output_delay [expr $clk_period * $clk_io_pct] -clock clk0 [all_outputs]
==> impl_metrics.json <==
{
  "max_slew.worst_pin.slew_ns": 0.842,
  "post_dr_wirelength_cell_um": 19.8,
  "kind_of_cell_with_the_highest_combined_delay_on_the_critical_path": "buffers and inverters",
  "ys_seq_share_pct": 70.3,
  "finalSetupTns_ns": 0,
  "cts_hold_buffers": 0,
  "floorplan.die.height_um": 126,
  "clock.fmax_mhz": 291,
  "synth_top_cell_by_count": "edfxtp_1",
  "design_area_mm2": 0.00708,
  "chip_area_mm2": 0.0158,
  "timing.critical_path.to_type": "register",
  "top_cells_by_area": "edfxtp_1 63%, dfxtp_1 7.5%, mux4_2 6.3%",
  "grt_first_pass_wirelength_mm": 19.0,
  "floorplan.rows": 44,
  "end_of_the_worst_register_to_register_path": "counter[4]",
  "timing.critical_path.from_type": "input port",
  "wl_met2_mm": 5.60,
  "worst_r2r_path_depth": 9,
  "postCtsSetupRepairBufs": 0,
  "worst-path-max-fanout": 17,
  "synth.lib_cells_used.distinct": 43,
  "num_vias": 3319,
  "route.layer.met1.wl_mm": 5.23,
  "netlist_area_mm2": 0.00612,
  "antenna_cells": 0,
  "timing.max_slew.rel_slack_pct": 43.6,
  "min_to": "rd_ptr[4]",
  "worst_setup_path_startpoint": "rd_en",
  "io_buffers": 21,
  "worstPathCellList": "clkdlybuf4s50_1 > o21ai_4 > inv_1 > fa_1 > a21o_1 > a21o_1 > or3_1 > a21oi_1 > and3b_1",
  "share_of_layout_cells_above_drive_strength_1_pct": 13.7,
  "critical_path_class": "in -> reg",
  "power_density_mw_per_mm2": 369,
  "cts_inserted_buffers": 17,
  "residual_drc": 0,
  "dr.pass1.iters": 20,
  "num-fill-cells": 1201,
  "drtIter0Drc": 191,
  "timing.clock.skew_ns": 0.00754,
  "routed_via_density": 5.40,
  "irDropWorstVdd_mv": 0.231,
  "hold_violations": 0,
  "core_util_floorplan_pct": 41.5,
  "common_cells": "128 x edfxtp_1, 31 x mux2i_1, 27 x nor2_1, 23 x dfxtp_1",
  "min-delay-path-class": "reg -> reg",
  "overall_track_demand_over_capacity_in_global_routing_pct": 17.6,
  "grt_antenna_before_repair": 0,
  "netlist.top_cell.by_area": "edfxtp_1",
  "crit_path_max_incr_delay_ns": 0.50,
  "tritoncts": "built",
  "synthesis.instances": 390,
  "timing.critical_path.required_ns": 6.60,
  "hpwl_mm": 7.84,
  "worstSetupPathDepth": 9,
  "place_congestion": 0.869,
  "crit_path_frequent_cell": "a21o_1",
  "final.hold.worst_slack_ns": 0.513,
  "syn2layout_area_growth_pct": 15.7,
  "cts.repair.resized": 0,
  "ctsLongestPathBuffers": 2,
  "cpMaxStageDelayCell": "fa_1",
  "ff_type": "edfxtp_1",
  "highest-signal-layer": "met4",
  "post_synthesis_chip_area_from_yosys_mm2": 0.00612,
  "min_period_ns": 3.43,
  "met3_length_mm": 1.28,
  "htree_levels": 4,
  "die_boundary_width_um": 126,
  "worst_hold_path.num_cells": 1,
  "largest_net_degree_at_the_start_of_global_routing": 42,
  "cts.reportedPaths.clkPinSlew_ns": 0.06,
  "log.warning_count": 29,
  "post_dp_cell_area_mm2": 0.00654,
  "synth_flop_count": 151,
  "num_io_pins": 22,
  "setup_viol_count_final": 0,
  "total_grt_overflow": 0,
  "ys_cells": 390,
  "clock-root-buffer": "clkbuf_16",
  "total_leakage_power_nw": 2.29,
  "rsz_0062_raised_after_global_routing": "no",
  "number_of_global_route_vias_before_repair": 3389,
  "synth_warnings": 1,
  "postSynthAreaPerCell_um2": 15.7,
  "report.final.slew_viol_count": 0,
  "top_area_share_pct": 62.8,
  "origin_of_the_critical_flop_to_flop_path": "counter[1]",
  "critPathArrivalTime_ns": 3.73,
  "placeableCoreArea_mm2": 0.0148,
  "final.period_utilization_pct": 54.5,
  "routed_wl_mm": 12.2,
  "critPathBufInv": 2,
  "worst-r2r-setup-slack_ns": 3.04,
  "cts_sinks": 151,
  "worst_hold_startpoint": "rd_ptr[4]",
  "synth_async_sr_flop_share_pct": 0,
  "outcome": "completed",
  "cap_viol_max_count": 0,
  "insertion_delay_at_the_late_pin_of_the_worst_skew_pair_ns": 0.41,
  "ant_nets": 0,
  "edff_count_synth": 128
}
==> power breakdown <==
part | leakage (nW) | internal, mW | switching [mW]
Combinational | 0.686 | 0.245 | 0.267
Sequential | 1.34 | 1.14 | 0.0466
Clock | 0.260 | 0.540 | 0.375
Total | 2.29 | 1.92 | 0.688
==> metrics by stage <==
stage	std cells	utilization, %	setup slack [ns]	total power [mW]
floorplan	390	-	3.24	1.54
global placement	583	44.3	2.50	1.71
global route	615	48.0	2.71	2.72
CTS	615	48.0	2.90	2.63
detailed placement	583	44.3	2.46	1.71
finish	615	48.0	2.87	2.61
==> sequential cells by signal (all words and copies together) (netlist names) <==
register and flops:
counter 5, mem 128, wr_ptr 5, data_out 8
rd_ptr 5
==> cell families after synthesis <==
| group | synth area share (%) |
|---|---|
| flip-flops | 70.3 |
| AND/OR/NAND/NOR | 7.01 |
| AND-OR/OR-AND | 6.28 |
| multiplexers | 11.3 |
| buffers and inverters | 1.76 |
| adder cells (fa/ha/maj) | 2.17 |
| XOR/XNOR | 1.12 |
==> worst register-to-register path, stage by stage (launching register included) <==
cell	delay [ns]
dfxtp_1	0.36
or4_4	0.59
o21ai_4	0.38
inv_1	0.35
fa_1	0.50
a21o_1	0.17
a21o_1	0.17
or3_1	0.32
a21oi_1	0.13
and3b_1	0.18
==> cells in the final DEF (no fill, tap or decap), types with 2 or more instances in the layout <==
master	instances
a211oi_1	2
a21o_1	3
a21oi_1	17
a22oi_1	7
a31oi_1	2
and2_1	2
buf_4	9
clkbuf_1	2
clkbuf_16	17
clkdlybuf4s50_1	21
clkinv_1	5
clkinv_4	2
dfxtp_1	22
edfxtp_1	128
ha_1	9
inv_1	5
inv_6	3
mux2i_1	31
mux4_2	17
nand2_1	11
nand2b_1	2
nand3_1	15
nand3b_1	3
nand4_1	2
nor2_1	27
nor2b_1	2
nor3_1	13
o21ai_0	12
o22ai_1	14
xnor2_1	2
xor2_1	4
==> area by class of cell <==
cell class,instances,area [um^2],area share (%)
Clock buffer,19,433,6.12
Clock inverter,13,105,1.48
Inverter,5,18.8,0.265
Multi-Input combinational cell,213,1710,24.1
Sequential cell,151,4310,60.8
Tap cell,184,230,3.25
Timing Repair Buffer,30,278,3.92
==> how the worst max path moves through the flow <==
stage                   endpoint  slack [ns]
final                 counter[4]        2.87
after CTS             counter[4]        2.90
after global routing  counter[4]        2.71
==> per-layer routing <==
layer  track usage (%)  vias up
met5                 0        -
li1                  -     1587
met3              9.18        8
met2              26.1      121
met4              1.58        0
met1              25.9     1603
Power is estimated from default activity; no workload was simulated.
